`flow/design.v`:
```
`timescale 1ns / 1ps
module debounce_mod(
            input clk, button_press,
            output pulse_out
            );
            reg [11:0] count;
            reg new_press;
            reg stable;
            reg now_stable;
            always@(posedge clk)
                begin
                    if(button_press == new_press)
                        begin
                            if(count == 4095)
                                stable <= button_press;
                            else
                                count <= count + 1;
                            end
                     else begin
                        count <=0;
                        new_press <= button_press;
                     end
                 end
              always@(posedge clk) 
              begin
                    now_stable<= stable;
              end
              assign pulse_out = (now_stable == 0 & stable == 1);
endmodule
```
`flow/run.sh`:
```
#!/bin/bash
# OpenROAD 26Q1-2900-gdf79404cd8, Yosys 0.63+post, stock flow scripts
make -C /OpenROAD-flow-scripts/flow DESIGN_CONFIG=/design/flow/config.mk WORK_HOME=/design/flow/orfs finish
```
`flow/config.mk`:
```
export PLATFORM = sky130hd
export DESIGN_NAME = debounce_mod
export DESIGN_NICKNAME = debounce_mod
export VERILOG_FILES = /design/flow/design.v
export SDC_FILE = /design/flow/constraint.sdc
export NUM_CORES = 4
export LEC_CHECK = 1
export CORE_AREA = 10 10 84 84
export DIE_AREA = 0 0 94 94
```
`flow/constraint.sdc`:
```
current_design debounce_mod

set clk_period 2.2
set clk_io_pct 0.2

create_clock -name clk0 -period $clk_period [get_ports {clk}]

set non_clock_inputs [all_inputs -no_clocks]
set_input_delay [expr $clk_period * $clk_io_pct] -clock clk0 $non_clock_inputs
set_output_delay [expr $clk_period * $clk_io_pct] -clock clk0 [all_outputs]
```
==> results_slide.txt <==
Physical Implementation Snapshot

Worst setup path
  – CP max-delay cell: dfxtp_1
  – Worst path max stage delay: 0.38 ns
  – Cells along the critical path: ha_1, and3_1, nand4_1, nor2_1
  – Worst Path Required: 2.15 ns
  – Critical Path Source Type: flop
  – CP Buf/Inv Count: 0
  – Crit end category: flop
  – CP delay by family, top: simple AND/OR/NAND/NOR gates
  – Register-to-Register Setup Slack: 0.54 ns
  – CP arrival: 1.62 ns
  – Critical-path maximum fanout: 6
  – Critical path class: flop to flop

STA
  – Hold WS: 0.373 ns
  – Period utilisation layout: 0.757
  – Worst slew pin tran: 0.353 ns
  – RSZ-0062 raised after global routing: no
  – Tmin final: 1.66 ns
  – TNS Setup: 0 ns
  – Skew final: 0.00443 ns
  – Fmax: 601 MHz
  – Final setup viols: 0
  – Final Max Slew Viols: 0
  – Slew margin rel.: 0.764
  – Fin. Hold Viols: 0

Routing
  – Final ANT Viol Nets: 0
  – DRC viols: 0
  – Routed len/inst: 7.87 um
  – Via density: 3.42
  – Drt total wl: 1160 um
  – Diode count: 0
  – Vias: 503
  – Iteration-0 DRC Markers: 22
  – Drt pass-1 iters: 4

Power
  – Static Leak: 0.000286 uW
  – Peak supply drop: 0.000192 V
  – Power per Cell Area: 675 mW/mm^2

Logic synthesis
  – Seq/Total Area, Yosys: 0.465
  – Top-area cell share: 0.377
  – Syn Inst Count: 71
  – Syn. warnings: 1
  – Syn avg cell area: 9.71 um^2
  – Top cells by area: dfxtp_1 (38%), edfxtp_1 (8.7%), a21oi_1 (4.4%)
  – Cell type with the largest total area: dfxtp_1
  – Post-synthesis cell count from yosys: 71
  – Post-Syn Area: 689 um^2
  – Distinct cells, synth: 27
  – FF+latch count, synth: 15
  – YS chip area: 689 um^2

CTS
  – Clock Path Buffers: 2
  – Cts hold-fix bufs: 0
  – H-tree levels: 1
  – Clock latency (worst-skew pair): 0.24 ns
  – Clock transition at the registers of the reported paths: 0.06 ns
  – Number of setup buffers added after CTS: 0
  – Clk sinks: 15
  – Post_cts resized: 0
  – CTS tree: yes
  – CTS buffer count: 3
  – CTS root buf: clkbuf_8

GRT
  – Global Route Usage Sum: 0.0297
  – First-pass GRT wire length: 2170 um
  – Met2 global-route usage: 0.0444
  – Met3 GRT Util: 0.0186
  – Vias in the first global route: 510
  – Gr ovfl total: 0
  – Met1 usage: 0.0380
  – Largest net degree at the start of global routing: 15
  – Busiest grt layer: met2
  – Antenna violations before repair: 0

Job
  – Log Warnings: 25
  – Max-Cap Viols: 0

Placed design
  – Post-DP HPWL: 846 um
  – Placer Congestion: 0.826
  – Port buffer count: 2

Finish
  – Area grow syn2layout: 22.9%
  – Share of cells above drive strength 1: 0.156
  – Filler cells: 585
  – Final Util: 0.163

Die
  – Chip Height: 94 um
  – Initial Utilization: 0.132
  – Total core area: 0.00520 mm^2
  – Row count: 26
  – Chip area: 0.00884 mm^2
  – Die width: 94 um
  – # IOs: 3

Worst hold path
  – Hold crit path type: flop to flop

Outcome
  – Status: complete, no violations
==> where the power goes <==
group,internal (uW),leakage [uW],switching [uW]
clock,125,0.0000255,88.1
combinational,23.1,0.000136,26.2
sequential,294,0.000124,15.9
total,442,0.000286,130
==> flip-flops by register name (all words and copies together) (netlist names) <==
| signal | flops |
|---|---|
| now_stable | 1 |
| count | 12 |
| new_press | 1 |
| stable | 1 |
==> Yosys cell counts <==
cell type / number
a2111oi_2: 1
a21oi_1: 6
a311oi_1: 2
a31oi_1: 3
a41oi_1: 1
and2_1: 2
and2_2: 1
and3_1: 2
and4_1: 1
and4_4: 2
clkbuf_1: 1
dfxtp_1: 13
edfxtp_1: 2
ha_1: 1
inv_1: 1
nand2_1: 7
nand3_1: 3
nand3_2: 2
nand4_1: 1
nor2_1: 6
nor2b_1: 2
nor3_1: 2
nor3_4: 1
o21a_1: 1
o21bai_1: 2
xnor2_1: 2
xor2_1: 3
==> layout make-up <==
type                            count  area (um^2)  area share
Tap cell                           70         87.6       0.103
Timing Repair Buffer                3         27.5      0.0325
Clock buffer                        3         41.3      0.0487
Inverter                            1         3.75     0.00443
Clock inverter                      1         5.00     0.00591
Sequential cell                    15          320       0.378
Multi-Input combinational cell     54          362       0.427
==> path summary, 6_finish.rpt <==
check                              from                  to  depth (start not counted)
setup / recovery  count[0]$_SDFFE_PP0P_    stable$_DFFE_PP_                          4
hold / removal         stable$_DFFE_PP_  now_stable$_DFF_P_                          0
setup reg to reg  count[0]$_SDFFE_PP0P_    stable$_DFFE_PP_                          4
hold reg to reg        stable$_DFFE_PP_  now_stable$_DFF_P_                          0
==> logic make-up (layout without fill, tap and decap cells) <==
kind of cell               count (synthesis)  after routing  share of synthesized area
xor gates and xnor gates                   5              5                     0.0635
buffers and inverters                      2              8                     0.0109
AOI/OAI and AO/OA                         16             16                      0.163
adders and majority gates                  1              1                     0.0181
DFF                                       15             15                      0.465
and+or+nand+nor                           32             32                      0.279
==> per-stage QoR <==
step	total power (uW)	cell area [um^2]	cells	worst slack, ns
CTS	584	847	147	0.522
finish	572	847	147	0.535
global placement	366	801	143	0.526
global route	607	847	147	0.360
detailed placement	365	801	143	0.535
floorplan	350	689	71	0.747
==> layout by cell type (no fill, tap or decap), drive strengths merged, types with 3 or more instances in the layout <==
master | netlist | layout
a21oi | 6 | 6
nor2 | 6 | 6
nor3 | 3 | 3
dfxtp | 13 | 13
xor2 | 3 | 3
and2 | 3 | 3
nand3 | 5 | 5
and4 | 3 | 3
clkbuf | 1 | 3
a31oi | 3 | 3
nand2 | 7 | 7
==> layer usage <==
layer  wire (um)  vias up  share of wire
li1            -      276              -
met1         629      222           0.54
met2         432        5           0.37
met3          94        0          0.081
met4           0        0              0
met5           0        -              0
Power and IR drop assume default switching activity.
