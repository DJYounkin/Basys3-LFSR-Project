==> /design/flow/run.sh <==
#!/bin/bash
# OpenROAD 26Q1-2900-gdf79404cd8, Yosys 0.63+post, stock flow scripts
make -C /OpenROAD-flow-scripts/flow DESIGN_CONFIG=/design/flow/config.mk WORK_HOME=/design/flow/orfs finish
==> /design/flow/config.mk <==
export PLATFORM = sky130hd
export DESIGN_NAME = Slow_Clock
export DESIGN_NICKNAME = Slow_Clock
export VERILOG_FILES = /design/flow/design.v
export SDC_FILE = /design/flow/constraint.sdc
export NUM_CORES = 4
export LEC_CHECK = 1
export CORE_AREA = 10 10 82 82
export DIE_AREA = 0 0 92 92
==> /design/flow/constraint.sdc <==
current_design Slow_Clock

set clk_period 2.6
set clk_io_pct 0.2

create_clock -name clk0 -period $clk_period [get_ports {clk_in}]

set non_clock_inputs [all_inputs -no_clocks]
set_input_delay [expr $clk_period * $clk_io_pct] -clock clk0 $non_clock_inputs
set_output_delay [expr $clk_period * $clk_io_pct] -clock clk0 [all_outputs]
==> /design/flow/design.v <==
`timescale 1ns / 1ps
module Slow_Clock(
        input clk_in,    
        output clk_out   
    );
    reg[20:0] count = 0;     
    reg clk_out;
    always @(posedge clk_in)     
    begin
    count <=count+1;  
    if(count == 50000)   
    begin
        count<=0;
        clk_out = ~clk_out;
    end
    end
endmodule
==> flow_summary.toml <==
# flow metrics
[worst_hold_path]
whs_endpoint = "count[20]"
hp-class = "register to register"
hold_start = "count[20]"
hold_depth = 1

[timing]
hold_viol_final = 0
slew_headroom = 0.583
max_freq_mhz = 532
tns_ns = 0
fin_crit_ns = 1.88
fin_skew_ns = 0.00566
rsz0062_at_grt = "no"
finalMaxSlewViolations = 0
finalCritPeriodShare = 0.723
finalSetupViolCount = 0
worst_pin_slew_ns = 0.621
setup_slack_ns = 0.720

[die]
die_h_um = 92
core_sq_um = 5070
initial_core_util = 0.182
die-area_sq_um = 8460
die_w_um = 92
ios = 2
num_rows = 26

[clock_network]
cts_tree = "done"
clock_sinks = 22
cts.htree.levels = 1
clk_path_buf_depth = 2
clk_latency_ns = 0.26
clkSlewWorstSetupHoldPaths_ns = 0.08
cts_hold_buf = 0
cts_buffers = 3
cts_root_buffer = "clkbuf_8"
cts_resized = 0
post-cts-setup-buffers = 0

[critical_path]
worstPathCellList = "ha_1 > nand3_1 > nor4_1 > nand3_1 > xnor2_1"
worstSetupPathType = "register to register"
worst_r2r_startpoint = "count[0]"
crit_buf_inv = 0
worst_path_max_delay_cell = "nor4_1"
r2r-end = "count[18]"
worst_path_largest_cell_delay_ns = 0.63
r2r_slack_ns = 0.72
crit_top_cell = "nand3_1"
path_max_fanout = 6
crit_arrival_ns = 2.03
crit_family = "simple AND/OR/NAND/NOR gates"
r2r_cells = 5
required_ns = 2.75
endpoint_kind = "register"
startpoint_type = "register"

[placement]
portBuffers = 1
hpwl_um = 1110
routabilityCongestion = 0.801
pre_cts_slack_ns = 0.754
dpl_cell_area_sq_um = 1020

[global_routing]
grt_use_total = 0.0381
grt_max_degree = 14
grt_overflow = 0
grt_pass1_wl_um = 2790
grt_pass1_vias = 612
antenna_found_initial = 0

[synthesis]
yosysCellCount = 95
ys_ff = 22
top_area_cell = "dfxtp_1"
synth.top_cell.area_share = 0.455
topCellsByArea = "dfxtp_1 (46%), xnor2_1 (13%), nand3_1 (5.4%)"
async_flop_share = 0
yosysChipArea_sq_um = 923
synth_area_sq_um = 923
syn_inst = 95
synth-edff-count = 1
ys_seq_frac = 0.488
yosysWarningCount = 1
synth.distinct_cells = 18
synth.avg_cell_area_sq_um = 9.72
synth_top_flop_cell = "dfxtp_1"

[final_layout]
drive_gt1_frac = 0.0600
ff_latch_area_sq_um = 450
area.combinational_sq_um = 450
area_growth_pct = 18.3
fin_area_sq_um = 1090
fillers = 569

[route]
wirelength_um = 1510
dr_total_vias = 641
antennaDiodeCount = 0
ant_nets = 0
route.detailed.drc = 0
vias_per_cell = 3.77
wire_per_inst_um = 8.91
first_pass_iters = 4
drt_iter0_drc = 43

[pwr]
peakVddDrop_uv = 400
power.leakage_nw = 0.355
power.density_nw_per_um2 = 601

[run_status]
status = "completed"

[job]
warnings = 26
max_cap_violations = 0
## routing by layer
metal / wire (um) / global-route usage
met5: 0 / 0
met4: 16 / 0.00514
met3: 51 / 0.0115
met2: 604 / 0.0559
met1: 842 / 0.0553
## area by class of cell
class	instances	area share
timing repair buffer	1	0.00916
inverter	6	0.0206
clock inverter	1	0.0275
tap	70	0.0802
sequential	22	0.412
multi-input combinational	67	0.412
clock buffer	3	0.0378
## cells by family (layout without fill, tap and decap cells)
logic type / count (synthesis) / count (layout) / synth area share
xor gates and xnor gates: 19 / 19 / 0.180
buffers and inverters: 6 / 11 / 0.0244
DFF: 22 / 22 / 0.488
adders and majority gates: 2 / 2 / 0.0271
and+or+nand+nor: 46 / 46 / 0.281
## report_power, final
part	total (mW)	internal [mW]	switching, mW	leakage, nW
clock	0.317	0.206	0.112	0.0357
sequential	0.339	0.339	0	0.181
combinational	0.000000139	0	0	0.139
## cell usage after synthesis, types with 2 or more instances
cell and number:
nor3_1 2, nor4b_1 2, nor2_1 13, ha_1 2, nand3_1 10, nor4_1 4, xor2_1 5, nand2_1 3
dfxtp_1 21, xnor2_1 14, and3_1 2, inv_1 6, nand4_1 6
## worst max-delay path by stage
stage,start,end,depth (start not counted)
CTS,count[0],count[18],5
global route,count[0],count[18],5
finish,count[0],count[18],5
## sequential cells by signal, indices dropped and copies added, names as in the netlist
name,cells
clk_out,1
count,21
## per-stage QoR
| step | util | std cells | power [mW] | hold slack [ns] |
|---|---|---|---|---|
| floorplan | - | 95 | 0.347 | 0.436 |
| global placement | 0.201 | 166 | 0.347 | 0.449 |
| detailed placement | 0.201 | 166 | 0.347 | 0.463 |
| CTS | 0.215 | 170 | 0.664 | 0.477 |
| global route | 0.215 | 170 | 0.673 | 0.520 |
| finish | 0.215 | 170 | 0.656 | 0.473 |
## cell usage in the layout (no fill, tap or decap), types with 2 or more instances in the layout
cell type / count
dfxtp_1: 21
xnor2_1: 14
nor2_1: 13
nand3_1: 10
inv_1: 6
nand4_1: 6
xor2_1: 5
nor4_1: 4
nand2_1: 3
clkbuf_8: 3
and3_1: 2
nor3_1: 2
nor4b_1: 2
ha_1: 2
## worst register-to-register path, cell delays in order, from the launching register on
cell and delay, ns:
dfxtp_1 0.39, ha_1 0.21, nand3_1 0.21, nor4_1 0.63, nand3_1 0.17, xnor2_1 0.16
Power and IR drop assume default switching activity.
